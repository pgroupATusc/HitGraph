**flow/design.v**
```verilog
`timescale 1ns / 1ps
module SSSP_PP # (
	 parameter PIPE_DEPTH = 5,
	 parameter URAM_DATA_W = 32,
	 parameter PAR_SIZE_W = 18,
	 parameter EDGE_W = 64
)(
		input wire clk,
	 input wire                      rst,
	 input wire [1:0]                control,
	 input wire [URAM_DATA_W-1:0]    buffer_Din,
	 input wire                      buffer_Din_valid,
	 input wire [EDGE_W-1:0]         Edge_input_word,
	 input wire [0:0]                Edge_input_valid,
	 input wire [64-1:0]             Update_input_word,
	 input wire [0:0]                Update_input_valid,
	 output wire [URAM_DATA_W-1:0]   buffer_Dout,
	 output wire [PAR_SIZE_W-1:0]    buffer_Dout_Addr,
	 output wire                     buffer_Dout_valid,
	 output wire [63:0]              output_word,
	 output wire [0:0]               output_valid,
	 output wire [0:0]               par_active,
	 input wire [PAR_SIZE_W+URAM_DATA_W:0]	forward_input0,
	 output wire [PAR_SIZE_W+URAM_DATA_W:0]	forward_output
);
	 reg [EDGE_W-1:0] Edge_input_word_reg;
	 reg [0:0]  Edge_input_valid_reg;
	 reg [64-1:0] Update_input_word_reg;
	 reg [0:0]  Update_input_valid_reg;
	 wire [31:0] dest_attr;
	 always @(posedge clk) begin 
	 if (rst) begin 
         Edge_input_word_reg <= 0; 
         Edge_input_valid_reg <= 0;
         Update_input_word_reg <= 0 ; 
         Update_input_valid_reg <= 0;
	 end  
	 else begin 
         Edge_input_word_reg <= Edge_input_word; 
         Edge_input_valid_reg <= Edge_input_valid; 
         Update_input_word_reg <= Update_input_word;
         Update_input_valid_reg <= Update_input_valid;
	 end 
	 end
	 assign dest_attr =((control==2) && (forward_input0[PAR_SIZE_W+URAM_DATA_W:PAR_SIZE_W+URAM_DATA_W]) && (Update_input_word_reg[PAR_SIZE_W-1:0]==forward_input0[PAR_SIZE_W+URAM_DATA_W-1:URAM_DATA_W])) ? forward_input0[URAM_DATA_W-1:0] : buffer_Din;
	 assign forward_output = {buffer_Dout_valid, buffer_Dout_Addr, buffer_Dout};
	 sssp_scatter_pipe # 
	 (.PIPE_DEPTH (PIPE_DEPTH), .URAM_DATA_W(URAM_DATA_W)) 
	 scatter_unit (.clk(clk), 
	 .rst(rst), 
	 .edge_weight(Edge_input_word[63:48]), 
	 .src_attr(buffer_Din), 
	 .edge_dest(Edge_input_word[47:24]), 
	 .input_valid(Edge_input_valid_reg && buffer_Din_valid && control==1), 
	 .update_value(output_word[63:32]),
	 .update_dest(output_word[31:0]),
	 .output_valid(output_valid));
	 sssp_gather_pipe # (.PIPE_DEPTH (PIPE_DEPTH), 
	   .PAR_SIZE_W(PAR_SIZE_W), 
	   .URAM_DATA_W(URAM_DATA_W)) 
	   gather_unit (.clk(clk),
	   .rst(rst),
	   .update_value(Update_input_word_reg[63:32]),
	   .update_dest(Update_input_word_reg[31:0]),
	   .dest_attr(dest_attr),
	   .input_valid(Update_input_valid_reg && buffer_Din_valid && control==2),
	   .WData(buffer_Dout),
	   .WAddr(buffer_Dout_Addr),
	   .Wvalid(buffer_Dout_valid),
	   .par_active(par_active));
endmodule
module sssp_gather_pipe # (
    parameter PIPE_DEPTH = 1,
    parameter PAR_SIZE_W = 18,
    parameter URAM_DATA_W = 32
)(
    input wire                      clk,
    input wire                      rst,        
    input wire [31:0]               update_value,
    input wire [31:0]               update_dest,
    input wire [URAM_DATA_W-1:0]    dest_attr,
    input wire [0:0]                input_valid,    
    output reg [URAM_DATA_W-1:0]   WData,
    output reg [PAR_SIZE_W-1:0]    WAddr,    
    output reg [0:0]               Wvalid,
    output reg [0:0]               par_active  
);
    always @(posedge clk) begin
        if (rst) begin
            WData <= 0;
            WAddr <= 0;
            Wvalid <= 0;
            par_active <= 0;  
        end  else begin
            WAddr <= update_dest[PAR_SIZE_W-1:0];
            WData[30:0] <= (update_value < dest_attr) ? update_value[30:0] : dest_attr[30:0];            
            WData[31:31] <= input_valid && (update_value < dest_attr[30:0]);
			Wvalid <= input_valid && (update_value < dest_attr[30:0]);
            par_active <= input_valid && (update_value < dest_attr[30:0]);
        end
     end     
endmodule
module sssp_scatter_pipe # (
    parameter PIPE_DEPTH = 3,
    parameter URAM_DATA_W = 32
)(
    input wire                      clk,
    input wire                      rst,    
    input wire [15:0]               edge_weight,
    input wire [URAM_DATA_W-1:0]    src_attr,
    input wire [23:0]               edge_dest,
    input wire [0:0]                input_valid,    
    output reg [31:0]              update_value,
    output reg [31:0]              update_dest,    
    output reg [0:0]               output_valid  
);
    always @(posedge clk) begin
        if (rst) begin
            output_valid <= 0;
            update_value <= 0;
            update_dest <= 0;
        end else begin
            output_valid <= input_valid && src_attr[URAM_DATA_W-1:URAM_DATA_W-1];
            update_value <= edge_weight + src_attr[URAM_DATA_W-2:0];
            update_dest <= edge_dest;
        end
    end    
endmodule
```
**flow/run.sh**
```bash
#!/bin/bash
# OpenROAD 26Q1-2900-gdf79404cd8, Yosys 0.63+post, stock flow scripts
make -C /OpenROAD-flow-scripts/flow DESIGN_CONFIG=/design/flow/config.mk WORK_HOME=/design/flow/orfs finish
```
**flow/config.mk**
```make
export PLATFORM = sky130hd
export DESIGN_NAME = SSSP_PP
export DESIGN_NICKNAME = SSSP_PP
export VERILOG_FILES = /design/flow/design.v
export SDC_FILE = /design/flow/constraint.sdc
export NUM_CORES = 4
export LEC_CHECK = 1
export CORE_AREA = 10 10 255 255
export DIE_AREA = 0 0 265 265
```
**flow/constraint.sdc**
```tcl
current_design SSSP_PP

set clk_period 9.5
set clk_io_pct 0.2

create_clock -name clk0 -period $clk_period [get_ports {clk}]

set non_clock_inputs [all_inputs -no_clocks]
set_input_delay [expr $clk_period * $clk_io_pct] -clock clk0 $non_clock_inputs
set_output_delay [expr $clk_period * $clk_io_pct] -clock clk0 [all_outputs]
```
==> flow_results.org <==
#+TITLE: Flow metrics

** Run status
- The flow ran to the end, and the final reports show no timing, DRC or antenna violations.

** Global route
- GR Layer Usage met1 :: 10.94%
- Met3 Resource Use GR :: 3.848%
- Entering global routing, the biggest net connects 95 pins.
- GRT busiest layer :: met2
- Via count of the first global-routing pass :: 6,795
- Global-route wire length before repair :: 44,500 um
- On met2, the global router reports a usage of 13.71%.
- Total track usage :: 8.664%
- The number of antenna violations at the first check in global routing was 9.
- GRT Residual Overflow :: 0

** CTS
- Post-CTS Hold Fix Bufs :: 0
- TritonCTS built the clock tree.
- Clk buf depth :: 2
- Cts repair resizes :: 0
- The tree built by TritonCTS fans out to 159 sinks.
- Clock tree synthesis inserted a total of 17 buffers.
- Clock-pin slew on the worst setup and hold paths :: 0.07 ns
- Worst-Skew Late Latency :: 0.47 ns
- H-tree depth :: 4
- Once the clock tree was built, the setup fixing pass inserted 0 buffers.
- Looking at the clock tree report, the root buffer type is sky130_fd_sc_hd__clkbuf_16.

** Final timing
- The transition time recorded at the tightest slew-check pin is 0.8547 ns.
- After layout, the worst path uses 70.93% of the clock period.
- Setup violators final :: 0
- The final timing report lists a hold violation count of 0.
- The final timing report lists clock skew as 0.01430 ns.
- In this build the clock could be raised as far as 148.4 MHz.
- The smallest clock period supported by the final layout is computed as 6.738 ns.
- Max-slew check failures listed in the final report amount to 0.
- Setup repair after global routing left no endpoint under its margin.
- Final sum of negative setup slack :: 0 ns
- In this run the tightest slew margin relative to its limit is 42.96%.

** Floorplan
- Die outline height :: 265 um
- The floorplan step records an initial core utilization of 13.09%.
- During I/O placement, the number of pins put on the boundary was 386.
- Core Box Area :: 59,240 um2
- Width of the chip :: 265 um
- In this run the full chip footprint comes out at 70,230 um2.
- Count of standard-cell rows :: 89

** Worst setup path
- The data required time reported for the critical path is 9.86 ns.
- Per the STA report, the cell with the highest stage delay on the worst path is sky130_fd_sc_hd__nor3b_4.
- Slack of the worst reg-to-reg path :: 4.32 ns
- The startpoint identified for the worst register-to-register timing path is Update_input_word_reg[2].
- Critical register-to-register path endpoint :: gather_unit.WData[30]
- Max fanout on the critical path was recorded as 23.
- The cell sequence reported for the critical path is clkdlybuf4s50_1 -> xor2_1 -> nor4_1 -> nand2_1 -> nor2_4 -> buf_4 -> mux2i_1 -> ha_1 -> a21o_1 -> a21oi_1 -> o211ai_1 -> o31a_1 -> nor3b_4 -> buf_12 -> mux2_2.
- The worst setup path is of the input port to flip-flop kind.
- Crit path capture type :: flip-flop
- Critical path data arrival time :: 7.10 ns
- The worst setup path is launched from an input port.
- Worst Reg2Reg Path Length in Cells :: 14
- Slowest cell delay on critical path :: 0.72 ns

** Placed design
- The placement summary gives the final routability congestion estimate as 0.7895.
- For this run the detailed placement stage logged an HPWL of 25,090 um.
- As logged by OpenROAD, the buffers inserted on ports number 339.

** Power
- Cell internal power was estimated by the tool at 1.391 mW.
- Fraction of power consumed by the clock network :: 41.8%
- The switching component of the power was reported as 0.4496 mW.
- Sequential cells burn 39.8% of the power.
- Static leakage :: 4.674 nW
- Per the summary, power density relative to cell area is 150.4 nW/um2.
- Maximum ir drop on the vdd rail :: 134.1 uV
- Overall Power :: 1.840 mW
- Combinational share of power :: 18.4%
- Switching power as a fraction of the total was reported as 24.43%.

** Flow run
- Tally of max-capacitance violations :: 0
- Tool warning count :: 63

** Logic synthesis
- Per the synthesis report, the single largest cell type by area occupies 41.04% of cell area.
- Synth unique cells :: 53
- Netlist area before placement :: 7756 um2
- Area fraction in full adders, half adders and majority gates :: 7.840%
- After synthesis, the share of cell area in mux cells is 10.95%.
- Post-Synthesis Cells :: 785
- Post-synth the commonest register cell is sky130_fd_sc_hd__dfxtp_1.
- The synthesis report gives the async set-or-reset register share as 0%.
- Sequential cell area fraction in the yosys report :: 41.04%
- Largest area contributor in the synthesized netlist :: sky130_fd_sc_hd__dfxtp_1
- Ranked by total cell area, the synthesized netlist is headed by sky130_fd_sc_hd__dfxtp_1 41%, sky130_fd_sc_hd__nor2b_1 11%, sky130_fd_sc_hd__ha_1 7.6%.
- Chip area line of the yosys report :: 7756 um2
- Parity-gate share of the synthesized area counting xor and xnor cells :: 2.936%
- Of the total synthesized cell area, the portion taken by AND, OR, NAND and NOR gates is 20.66%.
- Top logic family :: simple AND/OR/NAND/NOR gates
- Number of warning messages in the yosys log :: 3
- The synth_stat.txt file lists the number of cells as 785.
- Dividing the synthesized area by the synthesized cell count gives 9.880 um2.
- Synth Register Bits :: 159
- After Yosys synthesis, AND-OR and OR-AND compound gates account for 8.082% of the synthesized area.
- The synthesized design contains 0 enable-type register cells.

** Routing
- The violation tally recorded at the end of detailed-routing iteration 0 is 200.
- DR vias :: 6,366
- Drt total wl :: 30,830 um
- Drt pass-1 iters :: 4
- The detail route stage leaves a number of antenna-violating nets equal to 0.
- In the routed design, unresolved DRC markers number 0.
- After detailed routing, the number of vias per cell comes to 3.439.
- Avg WL per Cell :: 16.66 um

** Final layout
- Growth of design area from synthesis to finish :: 57.75%
- Per the layout area report, the register area comes to 3183 um2.
- Share of layout cells above drive strength 1 :: 7.707%
- Max reg flops :: 50
- Fill cells in the final layout number 6,365.
- Logic area :: 3953 um2

** Worst hold path
- Endpoint, Worst Hold :: gather_unit.WAddr[10]
- Number of instances on the worst hold path :: 1
- In this run the most critical hold path is launched from Update_input_word_reg[10].
- The path class of the tightest hold or removal check is flip-flop to flip-flop.
==> through the flow <==
stage	hold slack (ns)	std cells	area [um2]	setup WS (ns)	utilization, %
finish	0.4711	1851	12240	2.762	20.65
global route	0.4811	1850	12230	2.387	20.65
CTS	0.4741	1850	12230	2.638	20.65
detailed placement	0.4664	1820	11600	2.106	19.58
global placement	0.4642	1820	11600	2.113	19.58
floorplan	0.4333	792	7782	4.207	-
==> layer usage <==
metal | share of wire [%] | vias to the layer above
li1 | - | 3182
met1 | 43 | 2898
met2 | 45 | 226
met3 | 9.5 | 44
met4 | 1.9 | 16
met5 | 0.30 | -
==> synth_stat cells, types with 20 or more instances <==
cell type	n
sky130_fd_sc_hd__ha_1	47
sky130_fd_sc_hd__xor2_1	22
sky130_fd_sc_hd__dfxtp_1	159
sky130_fd_sc_hd__mux2i_1	32
sky130_fd_sc_hd__nor2_1	53
sky130_fd_sc_hd__clkbuf_1	23
sky130_fd_sc_hd__buf_4	61
sky130_fd_sc_hd__a21oi_1	34
sky130_fd_sc_hd__o21ai_0	20
sky130_fd_sc_hd__mux2_4	30
sky130_fd_sc_hd__nand2_1	21
sky130_fd_sc_hd__nor2b_1	136
==> worst max path at each step <==
stage / from / to / slack [ns] / cells after the start
finish: forward_input0[33] / gather_unit.WData[30] / 2.76 / 15
global route: forward_input0[33] / gather_unit.WData[30] / 2.39 / 15
CTS: forward_input0[33] / gather_unit.WData[30] / 2.64 / 16
==> cell families after synthesis <==
family | count (synthesis)
AOI/OAI and AO/OA | 97
xor gates and xnor gates | 26
adders and majority gates | 48
buffers and inverters | 99
DFF | 159
muxes | 69
other | 1
and+or+nand+nor | 286
==> cells in the final DEF (no fill, tap or decap), types with 7 or more instances in the layout <==
cell                              instances
sky130_fd_sc_hd__nand4_1                  8
sky130_fd_sc_hd__conb_1                   8
sky130_fd_sc_hd__nand2_1                 21
sky130_fd_sc_hd__mux2_2                   7
sky130_fd_sc_hd__clkbuf_16               17
sky130_fd_sc_hd__or3_1                    7
sky130_fd_sc_hd__dfxtp_1                159
sky130_fd_sc_hd__nor4_1                   9
sky130_fd_sc_hd__a21o_1                  17
sky130_fd_sc_hd__nor3_1                  16
sky130_fd_sc_hd__nor2_1                  52
sky130_fd_sc_hd__xor2_1                  22
sky130_fd_sc_hd__ha_1                    47
sky130_fd_sc_hd__buf_4                    8
sky130_fd_sc_hd__clkdlybuf4s50_1        338
sky130_fd_sc_hd__mux2i_1                 32
sky130_fd_sc_hd__and3_1                   8
sky130_fd_sc_hd__nand3_1                 11
sky130_fd_sc_hd__mux2_4                  30
sky130_fd_sc_hd__o21ai_0                 20
sky130_fd_sc_hd__a21oi_1                 34
sky130_fd_sc_hd__nor2b_1                136
==> critical path: cells and delay by family <==
family                   cells  cell delay, ns
multiplexers                 2            0.87
AND-OR/OR-AND                4            0.85
adder cells (fa/ha/maj)      1            0.34
AND/OR/NAND/NOR              4            1.74
buffers and inverters        3            1.11
XOR/XNOR                     1            0.19
==> power groups by stage <==
stage | combinational, mW | clock (mW) | sequential [mW]
CTS | 0.348 | 0.815 | 0.733
finish | 0.338 | 0.770 | 0.732
global route | 0.373 | 0.835 | 0.737
==> area by class of cell <==
class	instances	area share [%]
diodes	1	0.02045
well taps	773	7.905
inverters	6	0.1841
multi-input cells	534	32.30
flip-flops and latches	159	26.01
clock inverters	11	1.554
repair buffers	348	28.40
clock buffers	19	3.620
Power is estimated from default activity; no workload was simulated.
