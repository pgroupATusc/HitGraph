<file path="constraint.sdc">
current_design scheduler

set clk_period 3.7
set clk_io_pct 0.2

create_clock -name clk0 -period $clk_period [get_ports {clk}]

set non_clock_inputs [all_inputs -no_clocks]
set_input_delay [expr $clk_period * $clk_io_pct] -clock clk0 $non_clock_inputs
set_output_delay [expr $clk_period * $clk_io_pct] -clock clk0 [all_outputs]
</file>
<file path="design.v">
module scheduler # (
    parameter PAR_NUM   = 32,
    parameter PAR_NUM_W = 5
)(
	input wire                      clk,
	input wire                      rst,
	input wire [1:0]                control,
	input wire                      par_complete_sig,
	input wire						par_active,    
	output reg [31:0]               Raddr,
	output reg [31:0]               work_size,
	output reg                      new_par_start,
	output reg						new_par_active,
	output reg                      PE_DONE  
);
reg [31:0]	par_shard_addr		[PAR_NUM-1:0];
reg [31:0]	par_bin_addr			[PAR_NUM-1:0];
reg [31:0]	par_shard_size		[PAR_NUM-1:0];
reg [31:0]	par_bin_size			[PAR_NUM-1:0];
reg [0:0]		par_active_state	[PAR_NUM-1:0];
reg [PAR_NUM_W-1:0] next_par_id;
reg [0:0] state_switch;
integer i;
localparam  IDLE=0, SCATTER=1, GATHER=2;
reg [1:0]   CURRENT_STATE;
always @(posedge clk) begin
	if(rst) begin        
        CURRENT_STATE <= IDLE;
        next_par_id <= 1'b0;
        PE_DONE <= 1'b0;
        state_switch <= 1'b0;
				new_par_start <= 1'b0;
        for(i=0; i<PAR_NUM; i=i+1) begin                         
            par_shard_size [i] 	<= 32*1024*1024;
            par_shard_addr [i] 	<= PAR_NUM*4*1024*8 + i*32*1024*1024;              
            par_bin_addr   [i] 	<= PAR_NUM*4*1024*8 + (PAR_NUM+i)*32*1024*1024;
            par_bin_size   [i] 	<= 32*1024*1024; 
						par_active_state[i] <= 1'b1;	
        end  		 		
	end else begin 	
		new_par_start <= 1'b0;
		new_par_active <= 1'b0;	
		case (CURRENT_STATE) 
			IDLE: begin
			 if(control != 2'b00) begin
				CURRENT_STATE <= control;
				next_par_id <= 1'b0;
				state_switch <= 1'b1;
				PE_DONE <=  PE_DONE;
			 end   
			end
			SCATTER: begin
				if(par_complete_sig || state_switch) begin
					if(next_par_id == PAR_NUM-1) begin
					   CURRENT_STATE <= IDLE;
					   PE_DONE <= 1'b1;
					   next_par_id <= 1'b0;
					   state_switch <= 1'b1; 
					end else begin 
					   next_par_id <= next_par_id+1;                       
					   Raddr <= par_shard_addr[next_par_id];
					   work_size <= par_shard_size[next_par_id];
					   state_switch <= 1'b0;
					   PE_DONE <= 1'b0;
					   new_par_start <= 1'b1;
					   par_active_state[next_par_id] <= 1'b0;
					   new_par_active <= par_active_state[next_par_id+1];
					end
				end 
			end
			GATHER: begin
				if(par_complete_sig || state_switch) begin
					if(next_par_id == PAR_NUM-1) begin
						CURRENT_STATE <= IDLE;
						PE_DONE <= 1'b1;
						state_switch <= 1'b1; 
					end else begin 
						next_par_id <= next_par_id+1;                       
						Raddr <= par_bin_addr[next_par_id];
						work_size <= par_bin_size[next_par_id];
						state_switch <= 1'b0;
						PE_DONE <= 1'b0;
						new_par_start <= 1'b1;
					end
					par_active_state[next_par_id] <= par_active;
				end 
			end
			default: begin				
				CURRENT_STATE <= CURRENT_STATE;
				PE_DONE <= 1'b0;
				state_switch <= 1'b0;				
			end
		endcase
	end
end
endmodule
</file>
<file path="run.sh">
#!/bin/bash
# OpenROAD 26Q1-2900-gdf79404cd8, Yosys 0.63+post, stock flow scripts
make -C /OpenROAD-flow-scripts/flow DESIGN_CONFIG=/design/flow/config.mk WORK_HOME=/design/flow/orfs finish
</file>
<file path="config.mk">
export PLATFORM = sky130hd
export DESIGN_NAME = scheduler
export DESIGN_NICKNAME = scheduler
export VERILOG_FILES = /design/flow/design.v
export SDC_FILE = /design/flow/constraint.sdc
export NUM_CORES = 4
export LEC_CHECK = 1
export CORE_UTILIZATION = 50
</file>
==> out/summary.txt <==
peak per-stage delay on the critical path: 750 ps
Worst Path Buf+Inv: 1
Mapped Area: 3140 sq um
Levels on crit path: 9
HP Class: reg -> reg
worst setup slack after layout: 1060 ps
Worst setup EP type: flop
Post-synth ARST share: 0
Finished Cell Area: 3070 sq um
crit-path most repeated cell: sky130_fd_sc_hd__ha_1
core utilization before placement: 0.523
DRC violations left: 0
global routing usage summed across all routing layers: 0.187
timing startpoint of the critical path: next_par_id[0]$_SDFFE_PP0P_
die boundary height: 81.2 um
placed wire-length estimate after detailed placement: 3670 um
Root Buffer: sky130_fd_sc_hd__clkbuf_8
fin crit share: 0.715
top area cells in the synthesized netlist: sky130_fd_sc_hd__dfxtp_1 27%, sky130_fd_sc_hd__buf_4 14%, sky130_fd_sc_hd__a211oi_1 7.4%
total negative slack: 0 ps
Sequential Power Share: 0.438
Layout Area Growth over Synthesis: -2.15%
CTS-repair resized insts: 0
Critical R2R Capture: par_active_state[30]$_DFF_P_
Port Buf Inserts: 14
end of the critical path: par_active_state[30]$_DFF_P_
final clock skew: 11.7 ps
worst path arrival time: 2820 ps
number of buffers between clock root and the deepest sink: 2
power density over the cells: 469 nW/um^2
Top-Level Pins: 73
max frequency: 0.378 GHz
synthesized instance count: 312
number of synthesized register bits: 49
cells along the critical path: ha_1 > inv_1 > nor2_1 > ha_1 > nand2b_4 > a211oi_4 > and2_4 > a211oi_1 > a31oi_1
chip area estimate from yosys synthesis: 3140 sq um
Synth Area per Inst: 10.0 sq um
Core Footprint: 5990 sq um
final hold vios: 0
Switching Power: 0.462 mW
clock network fraction of total power: 0.259
count of hold-fix buffers inserted at cts: 0
initial antenna violation count: 0
largest net degree at the start of global routing: 45
wire length of the first global-routing pass: 9180 um
number of max-slew violations in the final report: 0
via density per instance: 5.37
count of antenna-violating nets left after detailed routing: 0
startpoint of the most critical register-to-register path: next_par_id[0]$_SDFFE_PP0P_
post-synthesis cell type count: 50
number of CTS-inserted buffers: 5
total wirelength of the detailed-routed design: 5640 um
overflow left after global routing: 0
TritonCTS sink count: 49
sequential cell area fraction in the yosys report: 0.335
final period demand of the worst path: 2640 ps
global placer's final weighted congestion: 0.820
top cell type's share of synthesized area: 0.268
count of non-filler cells in the finished layout: 388
path depth of the worst reg2reg path: 9
post-place instance area: 2960 sq um
part of the power in combinational logic: 0.302
max-cap violations: 0
Switching Share: 0.321
largest area contributor in the netlist: sky130_fd_sc_hd__dfxtp_1
final total power: 1.44 mW
type of element launching the critical path: flop
Final setup viols: 0
number of levels in the clock H-tree: 2
Commonest flop: sky130_fd_sc_hd__dfxtp_1
via count of the first global-routing pass: 1809
critical path required time: 3880 ps
run status: finished clean
unrepaired setup endpoints after global routing: false
maximum VDD drop: 223 uV
post-placement setup slack: 1080 ps
clock tree from TritonCTS: done
average wire per standard cell: 14.5 um
Worst path top cell family by delay: flip-flops
headroom to the max-slew limit: 0.567
floorplan die area: 6590 sq um
slew at the pin closest to its max-slew limit: 648 ps
setup bufs post-CTS: 0
number of DRC violations after detailed-routing iteration 0: 64
number of warning messages in the logs: 34
clk ins delay skew pair: 300 ps
Cell Count Post-Placement: 380
vias after detailed routing: 2084
leakage power: 1.08 nW
first-pass iteration count of the detailed router: 4
internal cell power: 0.977 mW
number of placement rows: 28
Max FO, Critical Path: 16
reg2reg setup slack: 1060 ps
Ys Warns: 5
clock slew at reported path FFs: 90 ps
Antenna Cells: 0
kind of critical path: reg -> reg
Chip Width: 81.2 um
layout cell share with drive strength beyond 1: 0.112
count of flip-flops with a built-in enable after synthesis: 7
yosys stat cell total: 312
standard cell with the maximum stage delay on the critical path: sky130_fd_sc_hd__dfxtp_1
[metrics by stage]
step	utilization	hold WS, ps
5_1_grt	0.512	534
4_1_cts	0.512	506
2_1_floorplan	-	431
3_5_place_dp	0.494	483
6_report	0.512	502
3_3_place_gp	0.494	474
[worst min-delay path: stages (launching register included)]
cell and delay, ps:
sky130_fd_sc_hd__dfxtp_1 340, sky130_fd_sc_hd__a21oi_1 60, sky130_fd_sc_hd__nor2_1 70
[how the worst min path moves through the flow]
stage | slack, ps | endpoint | startpoint | cells past startpoint
5_1_grt | 530 | PE_DONE$_SDFFE_PP0P_ | PE_DONE$_SDFFE_PP0P_ | 2
4_1_cts | 510 | PE_DONE$_SDFFE_PP0P_ | PE_DONE$_SDFFE_PP0P_ | 2
6_report | 500 | PE_DONE$_SDFFE_PP0P_ | PE_DONE$_SDFFE_PP0P_ | 2
[layer usage]
layer | routed length (um) | track usage | vias to the layer above | share of wire
met3 | 260 | 0.0217 | 7 | 0.046
li1 | - | - | 1028 | -
met1 | 2730 | 0.298 | 969 | 0.48
met5 | 0 | 0 | - | 0
met4 | 83 | 0.0196 | 0 | 0.015
met2 | 2560 | 0.292 | 80 | 0.45
[power by group through the flow]
| stage | Combinational, mW | Clock, mW | Sequential (mW) |
|---|---|---|---|
| finish | 0.435 | 0.373 | 0.630 |
| CTS | 0.435 | 0.382 | 0.632 |
| global route | 0.489 | 0.406 | 0.637 |
[cell usage in the layout (no fill, tap or decap), types with 4 or more instances in the layout]
master / instances
sky130_fd_sc_hd__conb_1: 58
sky130_fd_sc_hd__dfxtp_1: 42
sky130_fd_sc_hd__a31oi_1: 34
sky130_fd_sc_hd__a211oi_1: 31
sky130_fd_sc_hd__nor2_1: 16
sky130_fd_sc_hd__clkdlybuf4s50_1: 14
sky130_fd_sc_hd__ha_1: 11
sky130_fd_sc_hd__nand2_1: 10
sky130_fd_sc_hd__inv_1: 10
sky130_fd_sc_hd__a21oi_1: 10
sky130_fd_sc_hd__edfxtp_1: 7
sky130_fd_sc_hd__mux4_1: 6
sky130_fd_sc_hd__clkbuf_8: 6
sky130_fd_sc_hd__a21o_1: 4
sky130_fd_sc_hd__and2_4: 4
[logic make-up after synthesis]
kind of cell / share of synthesized area
flip-flops: 0.335
buffers and inverters: 0.218
XOR/XNOR: 0.0104
other: 0.00240
multiplexers: 0.0778
adder cells (fa/ha/maj): 0.0439
AND/OR/NAND/NOR: 0.105
AND-OR/OR-AND: 0.208
[layout make-up]
class / instances / area, sq um
inverter: 12 / 45.0
multi-input combinational: 228 / 1610
tap: 75 / 93.8
timing repair buffer: 16 / 155
clock buffer: 8 / 111
fill: 551 / 2920
sequential: 49 / 1050
[flip-flops by register name, summed over array words and instances (netlist names)]
signal	count
next_par_id	5
PE_DONE	1
new_par_active	1
state_switch	1
CURRENT_STATE	2
par_active_state	32
Raddr	6
new_par_start	1
[Yosys cell counts, types with 2 or more instances]
master,count
sky130_fd_sc_hd__buf_8,4
sky130_fd_sc_hd__mux2i_1,3
sky130_fd_sc_hd__inv_2,2
sky130_fd_sc_hd__a31oi_1,34
sky130_fd_sc_hd__nor3_1,2
sky130_fd_sc_hd__mux4_1,6
sky130_fd_sc_hd__nor2_1,16
sky130_fd_sc_hd__or4_1,2
sky130_fd_sc_hd__clkbuf_1,8
sky130_fd_sc_hd__o21ai_0,2
sky130_fd_sc_hd__mux4_2,2
sky130_fd_sc_hd__a211o_1,2
sky130_fd_sc_hd__or3_1,3
sky130_fd_sc_hd__inv_1,10
sky130_fd_sc_hd__buf_12,4
sky130_fd_sc_hd__a21oi_1,10
sky130_fd_sc_hd__a21o_1,4
sky130_fd_sc_hd__conb_1,2
sky130_fd_sc_hd__nor3b_2,3
sky130_fd_sc_hd__buf_2,2
sky130_fd_sc_hd__edfxtp_1,7
sky130_fd_sc_hd__dfxtp_1,42
sky130_fd_sc_hd__and2_4,4
sky130_fd_sc_hd__a211oi_1,31
sky130_fd_sc_hd__nand2_1,10
sky130_fd_sc_hd__ha_1,11
sky130_fd_sc_hd__nand3_1,3
sky130_fd_sc_hd__buf_4,59
sky130_fd_sc_hd__xor2_2,2
sky130_fd_sc_hd__nor3_2,2
No activity file was given, so power comes from the tool's default toggle rates.
