==> ./design.v <==
module bcrx8 # (parameter EDGE_W = 96, parameter Bank_Num_W = 5)
(
	input wire 					clk,	
	input wire					rst,
	input wire					input_valid,
	input wire	[EDGE_W*8-1:0]	input_data,
	input wire					stall,
	output reg 	[EDGE_W-1:0]	output_data0,
	output reg					output_valid0,
	output reg 	[EDGE_W-1:0]	output_data1,
	output reg					output_valid1,	
	output reg 	[EDGE_W-1:0]	output_data2,
	output reg					output_valid2,
	output reg 	[EDGE_W-1:0]	output_data3,
	output reg					output_valid3,	
	output reg 	[EDGE_W-1:0]	output_data4,
	output reg					output_valid4,
	output reg 	[EDGE_W-1:0]	output_data5,
	output reg					output_valid5,	
	output reg 	[EDGE_W-1:0]	output_data6,
	output reg					output_valid6,
	output reg 	[EDGE_W-1:0]	output_data7,
	output reg					output_valid7,
	output reg					inc
);
reg	data0_outputed;
reg	data1_outputed;
reg	data2_outputed;
reg	data3_outputed;
reg	data4_outputed;
reg	data5_outputed;
reg	data6_outputed;
reg	data7_outputed;
reg input_valid_reg;
reg [EDGE_W*8-1:0] input_data_reg;
wire valid0, valid1, valid2, valid3, valid4, valid5, valid6, valid7, inc_wire;
always @(posedge clk) begin
	if(rst) begin
		input_valid_reg 	<= 1'b0;		 
		input_data_reg 		<= {(EDGE_W*8){1'b0}};		
	end else begin 	
		if(stall) begin
			input_valid_reg <= input_valid_reg;
			input_data_reg <= input_data_reg;
		end else begin
			input_valid_reg <= input_valid;
			input_data_reg <= input_data;		
		end
	end
end
wire [EDGE_W-1:0] data0;
wire [EDGE_W-1:0] data1;
wire [EDGE_W-1:0] data2;
wire [EDGE_W-1:0] data3;
wire [EDGE_W-1:0] data4;
wire [EDGE_W-1:0] data5;
wire [EDGE_W-1:0] data6;
wire [EDGE_W-1:0] data7;
assign	data0 = input_data_reg[EDGE_W-1:0];
assign	data1 = input_data_reg[EDGE_W*2-1:EDGE_W*1];
assign	data2 = input_data_reg[EDGE_W*3-1:EDGE_W*2];
assign	data3 = input_data_reg[EDGE_W*4-1:EDGE_W*3];
assign	data4 = input_data_reg[EDGE_W*5-1:EDGE_W*4];
assign	data5 = input_data_reg[EDGE_W*6-1:EDGE_W*5];
assign	data6 = input_data_reg[EDGE_W*7-1:EDGE_W*6];
assign	data7 = input_data_reg[EDGE_W*8-1:EDGE_W*7];
wire conflict01, conflict02, conflict03, conflict04, conflict05, conflict06, conflict07;
wire conflict12, conflict13, conflict14, conflict15, conflict16, conflict17;
wire conflict23, conflict24, conflict25, conflict26, conflict27;
wire conflict34, conflict35, conflict36, conflict37;
wire conflict45, conflict46, conflict47;
wire conflict56, conflict57;
wire conflict67;
wire conflict_free;
assign conflict01 = (data0[Bank_Num_W-1:0] == data1[Bank_Num_W-1:0]) ;
assign conflict02 = (data0[Bank_Num_W-1:0] == data2[Bank_Num_W-1:0]) ;
assign conflict03 = (data0[Bank_Num_W-1:0] == data3[Bank_Num_W-1:0]) ;
assign conflict04 = (data0[Bank_Num_W-1:0] == data4[Bank_Num_W-1:0]) ;
assign conflict05 = (data0[Bank_Num_W-1:0] == data5[Bank_Num_W-1:0]) ;
assign conflict06 = (data0[Bank_Num_W-1:0] == data6[Bank_Num_W-1:0]) ;
assign conflict07 = (data0[Bank_Num_W-1:0] == data7[Bank_Num_W-1:0]) ;
assign conflict12 = (data1[Bank_Num_W-1:0] == data2[Bank_Num_W-1:0]) ;
assign conflict13 = (data1[Bank_Num_W-1:0] == data3[Bank_Num_W-1:0]) ;
assign conflict14 = (data1[Bank_Num_W-1:0] == data4[Bank_Num_W-1:0]) ;
assign conflict15 = (data1[Bank_Num_W-1:0] == data5[Bank_Num_W-1:0]) ;
assign conflict16 = (data1[Bank_Num_W-1:0] == data6[Bank_Num_W-1:0]) ;
assign conflict17 = (data1[Bank_Num_W-1:0] == data7[Bank_Num_W-1:0]) ;
assign conflict23 = (data2[Bank_Num_W-1:0] == data3[Bank_Num_W-1:0]) ;
assign conflict24 = (data2[Bank_Num_W-1:0] == data4[Bank_Num_W-1:0]) ;
assign conflict25 = (data2[Bank_Num_W-1:0] == data5[Bank_Num_W-1:0]) ;
assign conflict26 = (data2[Bank_Num_W-1:0] == data6[Bank_Num_W-1:0]) ;
assign conflict27 = (data2[Bank_Num_W-1:0] == data7[Bank_Num_W-1:0]) ;
assign conflict34 = (data3[Bank_Num_W-1:0] == data4[Bank_Num_W-1:0]) ;
assign conflict35 = (data3[Bank_Num_W-1:0] == data5[Bank_Num_W-1:0]) ;
assign conflict36 = (data3[Bank_Num_W-1:0] == data6[Bank_Num_W-1:0]) ;
assign conflict37 = (data3[Bank_Num_W-1:0] == data7[Bank_Num_W-1:0]) ;
assign conflict45 = (data4[Bank_Num_W-1:0] == data5[Bank_Num_W-1:0]) ;
assign conflict46 = (data4[Bank_Num_W-1:0] == data6[Bank_Num_W-1:0]) ;
assign conflict47 = (data4[Bank_Num_W-1:0] == data7[Bank_Num_W-1:0]) ;
assign conflict56 = (data5[Bank_Num_W-1:0] == data6[Bank_Num_W-1:0]) ;
assign conflict57 = (data5[Bank_Num_W-1:0] == data7[Bank_Num_W-1:0]) ;
assign conflict67 = (data6[Bank_Num_W-1:0] == data7[Bank_Num_W-1:0]) ;
assign conflict_free =(~conflict01 && ~conflict02 && ~conflict03 && ~conflict04 && ~conflict05 && ~conflict06 && ~conflict07 && 
					   ~conflict12 && ~conflict13 && ~conflict14 && ~conflict15 && ~conflict16 && ~conflict17 &&  
					   ~conflict23 && ~conflict24 && ~conflict25 && ~conflict26 && ~conflict27 &&
					   ~conflict34 && ~conflict35 && ~conflict36 && ~conflict37 &&
					   ~conflict45 && ~conflict46 && ~conflict47 && ~conflict56 && ~conflict57 && ~conflict67);
assign	inc_wire = ~input_valid_reg ? 1'b0 :
			   (valid0 || data0_outputed) && (valid1 || data1_outputed) && (valid2 || data2_outputed)&&(valid3 || data3_outputed) && (valid4 || data4_outputed) && (valid5 || data5_outputed) && (valid6 || data6_outputed)	
			   && (valid7 || data7_outputed) ? 1'b1 :
			   conflict_free ? 1'b1 : 1'b0;	 
assign	valid0 = input_valid_reg && ~data0_outputed;
assign	valid1 = input_valid_reg && ~data1_outputed && (~valid0 || (valid0 && ~conflict01));
assign	valid2 = input_valid_reg && ~data2_outputed && (~valid0 || (valid0 && ~conflict02)) && (~valid1 || (valid1 && ~conflict12));
assign	valid3 = input_valid_reg && ~data3_outputed && (~valid0 || (valid0 && ~conflict03)) && (~valid1 || (valid1 && ~conflict13)) && (~valid2 || (valid2 && ~conflict23));
assign	valid4 = input_valid_reg && ~data4_outputed && (~valid0 || (valid0 && ~conflict04)) && (~valid1 || (valid1 && ~conflict14)) && (~valid2 || (valid2 && ~conflict24)) && (~valid3 || (valid3 && ~conflict34));
assign	valid5 = input_valid_reg && ~data5_outputed && (~valid0 || (valid0 && ~conflict05)) && (~valid1 || (valid1 && ~conflict15)) && (~valid2 || (valid2 && ~conflict25)) && (~valid3 || (valid3 && ~conflict35))
			 && (~valid4 || (valid4 && ~conflict45));
assign	valid6 = input_valid_reg && ~data6_outputed && (~valid0 || (valid0 && ~conflict06)) && (~valid1 || (valid1 && ~conflict16)) && (~valid2 || (valid2 && ~conflict26)) && (~valid3 || (valid3 && ~conflict36))
			 && (~valid4 || (valid4 && ~conflict46)) && (~valid5 || (valid5 && ~conflict56));		 
assign	valid7 = input_valid_reg && ~data7_outputed && (~valid0 || (valid0 && ~conflict07)) && (~valid1 || (valid1 && ~conflict17)) && (~valid2 || (valid2 && ~conflict27)) && (~valid3 || (valid3 && ~conflict37))
			 && (~valid4 || (valid4 && ~conflict47)) && (~valid5 || (valid5 && ~conflict57)) && (~valid6 || (valid6 && ~conflict67));			 
always @(posedge clk) begin
	if(rst) begin
		output_data0 	<= 1'b0;		 
		output_data1 	<= 1'b0;
		output_data2 	<= 1'b0;		 
		output_data3 	<= 1'b0;
		output_data4 	<= 1'b0;		 
		output_data5 	<= 1'b0;
		output_data6 	<= 1'b0;		 
		output_data7 	<= 1'b0;
		output_valid0 	<= 1'b0;
		output_valid1	<= 1'b0;
		output_valid2 	<= 1'b0;
		output_valid3	<= 1'b0;
		output_valid4 	<= 1'b0;
		output_valid5	<= 1'b0;
		output_valid6 	<= 1'b0;
		output_valid7	<= 1'b0;
		data0_outputed 	<= 1'b0;
		data1_outputed  <= 1'b0;
		data2_outputed 	<= 1'b0;
		data3_outputed  <= 1'b0;
		data4_outputed 	<= 1'b0;
		data5_outputed  <= 1'b0;
		data6_outputed 	<= 1'b0;
		data7_outputed  <= 1'b0;
	end else begin 	
		output_data0 <= data0;
		output_data1 <= data1;
		output_data2 <= data2;
		output_data3 <= data3;
		output_data4 <= data4;
		output_data5 <= data5;
		output_data6 <= data6;
		output_data7 <= data7;		
		if(~stall) begin
			inc			 	<= inc_wire;
			output_valid0 	<= valid0;
			output_valid1 	<= valid1;
			output_valid2 	<= valid2;
			output_valid3 	<= valid3;
			output_valid4 	<= valid4;
			output_valid5 	<= valid5;
			output_valid6 	<= valid6;
			output_valid7 	<= valid7;
			data0_outputed  <= inc_wire ? 1'b0 : valid0   ? 1'b1 : data0_outputed;
			data1_outputed  <= inc_wire ? 1'b0 : valid1   ? 1'b1 : data1_outputed;
			data2_outputed  <= inc_wire ? 1'b0 : valid2   ? 1'b1 : data2_outputed;
			data3_outputed  <= inc_wire ? 1'b0 : valid3   ? 1'b1 : data3_outputed;
			data4_outputed  <= inc_wire ? 1'b0 : valid4   ? 1'b1 : data4_outputed;
			data5_outputed  <= inc_wire ? 1'b0 : valid5   ? 1'b1 : data5_outputed;
			data6_outputed  <= inc_wire ? 1'b0 : valid6   ? 1'b1 : data6_outputed;
			data7_outputed  <= inc_wire ? 1'b0 : valid7   ? 1'b1 : data7_outputed;			
		end else begin  
			output_valid0 	<= 1'b0;
			output_valid1	<= 1'b0;
			output_valid2 	<= 1'b0;
			output_valid3	<= 1'b0;
			output_valid4 	<= 1'b0;
			output_valid5	<= 1'b0;
			output_valid6 	<= 1'b0;
			output_valid7	<= 1'b0;
			data0_outputed 	<= data0_outputed;
			data1_outputed  <= data1_outputed;
			data2_outputed 	<= data2_outputed;
			data3_outputed  <= data3_outputed;
			data4_outputed 	<= data4_outputed;
			data5_outputed  <= data5_outputed;
			data6_outputed 	<= data6_outputed;
			data7_outputed  <= data7_outputed;
			inc				<= 1'b0;
		end
	end
end	
endmodule
==> ./run.sh <==
#!/bin/bash
# OpenROAD 26Q1-2900-gdf79404cd8, Yosys 0.63+post, stock flow scripts
make -C /OpenROAD-flow-scripts/flow DESIGN_CONFIG=/design/flow/config.mk WORK_HOME=/design/flow/orfs finish
==> ./config.mk <==
export PLATFORM = sky130hd
export DESIGN_NAME = bcrx8
export DESIGN_NICKNAME = bcrx8
export VERILOG_FILES = /design/flow/design.v
export SDC_FILE = /design/flow/constraint.sdc
export NUM_CORES = 4
export LEC_CHECK = 1
export CORE_AREA = 10 10 591 591
export DIE_AREA = 0 0 601 601
==> ./constraint.sdc <==
current_design bcrx8

set clk_period 48.0
set clk_io_pct 0.2

create_clock -name clk0 -period $clk_period [get_ports {clk}]

set non_clock_inputs [all_inputs -no_clocks]
set_input_delay [expr $clk_period * $clk_io_pct] -clock clk0 $non_clock_inputs
set_output_delay [expr $clk_period * $clk_io_pct] -clock clk0 [all_outputs]
==> job_summary.md <==
### Yosys + OpenROAD results

| Metric | Value |
|---|---|
| Dominant flop cell | dfxtp_1 |
| Routed WL | around 300000 um |
| EDFF count, synth | 1 |
| Max incr delay on CP | about 0.67 ns |
| CTS tree | done |
| Hold Buf Count CTS | 0 |
| Max FFs per register | between 700 and 800 |
| Cell area after synthesis | a little under 50000 um^2 |
| Power density cells | slightly above 40 nW/um^2 |
| CP Capture Type | flip-flop |
| RSZ-0062 raised after global routing | no |
| Postcts setup bufs | 0 |
| Worst reg2reg endpoint | data7_outputed |
| CTS resizes | 0 |
| Buf+Inv Stages, Crit Path | 7 |
| Worst R2R Setup Slack | between 40 and 50 ns |
| Outcome | completed |
| Die span in y | 601 um |
| Register area share after synthesis | 62.6% |
| Synth Area per Inst | roughly 11 um^2 |
| Buffers on Ports | between 1500 and 2000 |
| # rows | around 210 |
| Most used cell, CP | buf_4 |
| Post-synth regs | ~1600 |
| Post-DR wirelength/cell | about 27 um |
| Core Util at FP | between 10 and 15% |
| Die width | 601 um |
| CTS buffer count | 192 |
| Final period util | between 20 and 30% |
| Register area | a little over 30000 um^2 |
| Post-synthesis async set-or-reset flop share | 0% |
| Reg clk slew, reported paths | approximately 0.06 ns |
| First-pass GRT wire length | roughly 370000 um |
| Top area cell types | dfxtp_1, mux2i_1, nor2b_1 |
| Max Slew Vio Count | 0 |
| Routability congestion estimate | around 0.96 |
| Worst Tran Pin Value | 0.830 ns |
| Max-cap viol count | 0 |
| Drt drc | 0 |
| Crit path max-delay family | buffers and inverters |
| Critical Path, Cell by Cell | buf_12 -> buf_12 -> buf_4 -> buf_4 -> buf_4 -> buf_4 -> buf_4 -> nor2b_1 |
| WP data required | between 40 and 50 ns |
| Cell count after synthesis | 4446 |
| Post-synthesis cell type count | approximately 41 |
| Synth area leader | dfxtp_1 |
| Skew final | between 0.06 and 0.07 ns |
| Most instantiated logic cell after routing | dfxtp_1 |
| Largest net degree at the start of global routing | about 130 |
| Fin util | between 20% and 30% |
| Vias | between 30000 and 40000 |
| GR Util All Layers | roughly 16% |
| Min Tclk post-route | about 13 ns |
| Hold Fails Final Rpt | 0 |
| Total gr overflow | 0 |
| 1st-pass router iterations | 7 |
| # fillers | approximately 36000 |
| I/O pin total | roughly 1500 |
| Tool Warnings | 30 |
| Area growth from synthesis to layout | 54.1% |
| Post-synthesis cell count from yosys | about 4400 |
| Lkg Pwr | between 30 and 40 nW |
| Routed Antenna Nets | 0 |
| DRT iter0 DRCs | 2311 |
| Area leader share | between 60 and 70% |
| Pre-CTS WS | ~34 ns |
| Setup crit end | output_data4[77] |
| Critical path launch point type | input port |
| Gate Area | 17400 um^2 |
| Detailed placer's ending HPWL | around 240000 um |
| Most instantiated logic cells after routing | dfxtp_1, clkdlybuf4s50_1, nor2_1 |
| Setup CP Type | input port to flip-flop |
| Yosys stat chip area | between 40000 and 50000 um^2 |
| Sink Count | 1554 |
| Worst slew margin | 44.6% |
| Critical path depth | 8 |
| Number of H-tree levels | 4 |
| Vias in the first global route | 35500 |
| Share of cells above drive strength 1 | 6.15% |
| Clock tree buffer depth | 4 |
| Latency at later pin | between 0.8 and 0.9 ns |
| CTS root buffer | clkbuf_16 |
| Fin worst setup slack | approximately 35 ns |
| Via-per-instance ratio | roughly 3.4 |
| Data arrival, critical path | between 10 and 15 ns |
| Antenna violations before repair | between 150 and 200 |
| Setup_tns | 0 ns |
| Slowest CP cell | buf_4 |
| Hold Crit Class | flip-flop to flip-flop |
| CP max FO | ~130 |
| Max rail drop VDD | 28.4 uV |
| Final setup vio count | 0 |
| Fmax | 76.8 MHz |
| Yosys warning count | 1 |
| Worst reg2reg path depth | 10 |
| Setup crit start | rst |
| Core ar. | approximately 340000 um^2 |
| Launch point of the worst reg-to-reg path | input_data_reg[98] |
| Die area | ~360000 um^2 |
[through the flow]
stage	hold WS, ns	total power [W]	instances	area [um^2]
after floorplan	0.438	0.00152	4446	49700
after global placement	0.441	0.00172	10300	70300
after detailed placement	0.450	0.00172	10300	70300
after CTS	0.415	0.00321	10600	76600
after global routing	0.437	0.00328	10600	76600
final	0.421	0.00315	10700	76700
[worst min-delay path by stage]
stage	startpoint	endpoint	slack (ns)	cells past startpoint
after global routing	input_data_reg[303]	output_data3[15]	0.44	1
after CTS	input_data_reg[303]	output_data3[15]	0.41	1
final	input_data_reg[303]	output_data3[15]	0.42	1
[worst reg2reg max path, cell delays in order, from the launching register on]
cell and delay [ns]:
dfxtp_1 0.69, xor2_1 0.19, or3_4 0.38, o21a_4 0.22, a2111oi_4 0.63, a21oi_2 0.28, a211o_1 0.40, a311oi_2 0.34
a21oi_1 0.17, nor3_4 0.30, o21ba_1 0.19
[metal layers]
| layer | up-vias | track usage [%] | wire length [um] |
|---|---|---|---|
| li1 | 17400 | - | - |
| met1 | 17300 | 19.7 | 117000 |
| met2 | 1281 | 26.1 | 139000 |
| met3 | 504 | 6.87 | 28700 |
| met4 | 52 | 2.86 | 7570 |
| met5 | - | 0 | 338 |
[synthesized netlist by cell type, types with 6 or more instances]
cell / n
xor2_1: 69
nor3_1: 30
buf_1: 53
nand3_1: 28
a21oi_1: 13
dfxtp_1: 1553
nor2_1: 789
nand2_1: 6
inv_1: 9
mux2i_1: 769
nor2b_1: 769
xnor2_1: 71
clkbuf_1: 230
buf_2: 12
[power by group]
group | switching (W) | internal [W] | leakage [nW]
Sequential | 0.0000392 | 0.00135 | 12.8
Combinational | 0.000135 | 0.000162 | 14.7
Clock | 0.000620 | 0.000839 | 3.06
Total | 0.000794 | 0.00235 | 30.5
[cell type report]
type / count / area share (%)
Clock inverter: 72 / 1.10
Clock buffer: 269 / 7.13
Sequential cell: 1554 / 40.6
Multi-Input combinational cell: 2585 / 22.8
Tap cell: 4515 / 7.37
Antenna cell: 41 / 0.134
Timing Repair Buffer: 1612 / 20.9
Inverter: 9 / 0.0441
[kinds of logic after synthesis]
| logic type | after synthesis | synth area share [%] |
|---|---|---|
| simple gates | 1638 | 16.5 |
| flops | 1554 | 62.6 |
| mux | 769 | 15.5 |
| buf+inv | 307 | 2.38 |
| xor+xnor | 140 | 2.46 |
| compound gates | 38 | 0.636 |
Power figures rest on the tool's default switching activity, not on a simulated workload.
