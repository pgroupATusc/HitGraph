`/design/flow/config.mk`:
```
export PLATFORM = sky130hd
export DESIGN_NAME = WCC_PP
export DESIGN_NICKNAME = WCC_PP
export VERILOG_FILES = /design/flow/design.v
export SDC_FILE = /design/flow/constraint.sdc
export NUM_CORES = 4
export LEC_CHECK = 1
export CORE_UTILIZATION = 30
```
`/design/flow/constraint.sdc`:
```
current_design WCC_PP

set clk_period 15.7
set clk_io_pct 0.2

create_clock -name clk0 -period $clk_period [get_ports {clk}]

set non_clock_inputs [all_inputs -no_clocks]
set_input_delay [expr $clk_period * $clk_io_pct] -clock clk0 $non_clock_inputs
set_output_delay [expr $clk_period * $clk_io_pct] -clock clk0 [all_outputs]
```
`/design/flow/design.v`:
```
`timescale 1ns / 1ps
module WCC_PP # (
	 parameter PIPE_DEPTH = 5,
	 parameter URAM_DATA_W = 32,
	 parameter PAR_SIZE_W = 18,
	 parameter EDGE_W = 64
)(
		input wire clk,
	 input wire                      rst,
	 input wire [1:0]                control,
	 input wire [URAM_DATA_W-1:0]    buffer_Din,
	 input wire                      buffer_Din_valid,
	 input wire [EDGE_W-1:0]         Edge_input_word,
	 input wire [0:0]                Edge_input_valid,
	 input wire [64-1:0]             Update_input_word,
	 input wire [0:0]                Update_input_valid,
	 output wire [URAM_DATA_W-1:0]   buffer_Dout,
	 output wire [PAR_SIZE_W-1:0]    buffer_Dout_Addr,
	 output wire                     buffer_Dout_valid,
	 output wire [63:0]              output_word,
	 output wire [0:0]               output_valid,
	 output wire [0:0]               par_active,
	 input wire [PAR_SIZE_W+URAM_DATA_W:0]	forward_input0,
	 output wire [PAR_SIZE_W+URAM_DATA_W:0]	forward_output
);
	 reg [EDGE_W-1:0] Edge_input_word_reg;
	 reg [0:0]  Edge_input_valid_reg;
	 reg [64-1:0] Update_input_word_reg;
	 reg [0:0]  Update_input_valid_reg;
	 wire [31:0] dest_attr;
	 always @(posedge clk) begin 
	 if (rst) begin 
         Edge_input_word_reg <= 0; 
         Edge_input_valid_reg <= 0; 
         Update_input_word_reg <= 0; 
         Update_input_valid_reg <= 0;
	 end  else begin 
	   Edge_input_word_reg <= Edge_input_word; 
	   Edge_input_valid_reg <= Edge_input_valid; 
	   Update_input_word_reg <= Update_input_word; 
	   Update_input_valid_reg <= Update_input_valid; 
	 end 
end
	 assign dest_attr =((control==2) && (forward_input0[PAR_SIZE_W+URAM_DATA_W:PAR_SIZE_W+URAM_DATA_W]) && (Update_input_word_reg[PAR_SIZE_W-1:0]==forward_input0[PAR_SIZE_W+URAM_DATA_W-1:URAM_DATA_W])) ? forward_input0[URAM_DATA_W-1:0] : buffer_Din;
	 assign forward_output = {buffer_Dout_valid, buffer_Dout_Addr, buffer_Dout};
	 wcc_scatter_pipe # (
	 .PIPE_DEPTH (PIPE_DEPTH), 
	 .URAM_DATA_W(URAM_DATA_W)) 
	 scatter_unit (
	 .clk(clk),
	 .rst(rst),
	 .src_attr(buffer_Din),
	 .edge_dest(Edge_input_word_reg[63:32]),
	 .input_valid(Edge_input_valid_reg && buffer_Din_valid && control==1),    
	 .update_value(output_word[63:32]),
	 .update_dest(output_word[31:0]),
	 .output_valid(output_valid));
	 wcc_gather_pipe # (
	 .PIPE_DEPTH (PIPE_DEPTH), 
	 .PAR_SIZE_W(PAR_SIZE_W), 
	 .URAM_DATA_W(URAM_DATA_W)) 
	 gather_unit (
	 .clk(clk),
	 .rst(rst),
	 .update_value(Update_input_word_reg[63:32]),
	 .update_dest(Update_input_word_reg[31:0]),
	 .dest_attr(dest_attr),
	 .input_valid(Update_input_valid_reg && buffer_Din_valid && control==2),
	 .WData(buffer_Dout),
	 .WAddr(buffer_Dout_Addr),
	 .Wvalid(buffer_Dout_valid),
	 .par_active(par_active));
endmodule
module wcc_gather_pipe # (
    parameter PIPE_DEPTH = 1,
    parameter PAR_SIZE_W = 18,
    parameter URAM_DATA_W = 32
)(
    input wire                      clk,
    input wire                      rst,        
    input wire [31:0]               update_value,
    input wire [31:0]               update_dest,
    input wire [URAM_DATA_W-1:0]    dest_attr,
    input wire [0:0]                input_valid,    
    output reg [URAM_DATA_W-1:0]   WData,
    output reg [PAR_SIZE_W-1:0]    WAddr,    
    output reg [0:0]               Wvalid,
    output reg [0:0]               par_active  
);
    always @(posedge clk) begin
        if (rst) begin
            WData <= 0;
            WAddr <= 0;
            Wvalid <= 0;
            par_active <= 0;  
        end  else begin
            WAddr <= update_dest[PAR_SIZE_W-1:0];
            WData[30:0] <= (update_value < dest_attr) ? update_value[30:0] : dest_attr[30:0];            
            WData[31:31] <= input_valid && (update_value[30:0] < dest_attr[30:0]);
            Wvalid <= input_valid && (update_value[30:0] < dest_attr[30:0]);
            par_active <= input_valid && (update_value[30:0] < dest_attr[30:0]);
        end
     end     
endmodule
module wcc_scatter_pipe # (
    parameter PIPE_DEPTH = 3,
    parameter URAM_DATA_W = 32
)(
    input wire                      clk,
    input wire                      rst,    
    input wire [15:0]               edge_weight,
    input wire [URAM_DATA_W-1:0]    src_attr,
    input wire [31:0]               edge_dest,
    input wire [0:0]                input_valid,    
    output reg [31:0]              update_value,
    output reg [31:0]              update_dest,    
    output reg [0:0]               output_valid  
);
    always @(posedge clk) begin
        if (rst) begin
            output_valid <= 0;
            update_value <= 0;
            update_dest <= 0;
        end else begin
            output_valid <= input_valid && src_attr[URAM_DATA_W-1:URAM_DATA_W-1];
            update_value <= src_attr[URAM_DATA_W-2:0];
            update_dest <= edge_dest;
        end
    end    
endmodule
```
`/design/flow/run.sh`:
```
#!/bin/bash
# OpenROAD 26Q1-2900-gdf79404cd8, Yosys 0.63+post, stock flow scripts
make -C /OpenROAD-flow-scripts/flow DESIGN_CONFIG=/design/flow/config.mk WORK_HOME=/design/flow/orfs finish
```
==> qor.txt <==
setup clock skew after layout: 0.0107 ns
Yosys reg bits: 198
Yosys top cell by instances: dfxtp_1
GPL Wtd Cong: 0.841
DRC: 0
Initial Util: 0.309
max FFs per register: 50
final wirelength: 19400 um
Post-CTS Hold Buffers: 0
Final Max Tran Viols: 0
Row Count: 57
Avg WL per Cell: 14.8 um
startpoint types: input pin
min Tclk post-route: 8.11 ns
CP required: 16.02 ns
Late-Pin Clk Latency: 0.43 ns
Vias: 5383
yosys stat area: 0.00758 mm^2
Die Height: 161 um
OpenROAD warnings: 71
RSZ-0062 raised after global routing: false
CTS H-tree lvls: 4
Crit-path slowest cell: o41ai_1
vias per std cell: 4.09
P per Cell Area: 97.6 mW/mm^2
post-layout instance area: 0.0115 mm^2
clock sinks: 198
Antenna Violating Nets Remaining: 0
Worst path most repeated cell: buf_4
largest area contributor in the netlist: dfxtp_1
CP cell instances: clkdlybuf4s50_1 -> nand3b_1 -> nor4_1 -> nand4_1 -> nor2_4 -> buf_4 -> mux2i_1 -> ha_1 -> a21o_1 -> a21oi_1 -> o21ai_0 -> o41ai_1 -> nand3_1 -> o21ai_4 -> buf_4 -> mux2_2
dpl cell area: 0.0109 mm^2
Syn Area/Cell: 10.8 um^2
critical-path maximum fanout: 32
worst hold start: Edge_input_word_reg[40]
TritonCTS buffer count: 17
CP Launch Point: control[0]
initial antenna violation count: 1
Least-Margin Pin Slew: 0.854 ns
detailed placement HPWL: 14500 um
Synth Warn #: 3
Detailed Route Iter0 Violations: 205
fin crit share: 0.517
Synth Instances: 702
WS Path Type: input pin to flop
CTS resizes: 0
vias in the first global route: 5221
Final setup violation count: 0
top cells by count, synth: 198 x dfxtp_1, 195 x nor2b_1, 57 x buf_4, 38 x nor2_1, 32 x mux2i_1
Synth Cell Area: 0.00758 mm^2
CP bufs+invs: 3
fraction of layout cells with a size suffix above 1: 0.0697
total track usage: 0.152
CP peak stage delay: 0.73 ns
max-cap violations: 0
Overflow after GRT: 0
Peak VDD IR: 0.0620 mV
Pleak: 4.48 nW
FMAX: 0.123 GHz
largest net degree at the start of global routing: 98
top_reg_cell synth: dfxtp_1
Area leader share: 0.523
CTS max path bufs: 2
EDFF count, synth: 0
port bufs: 338
area grow syn2layout: 51.3%
crit-path leading delay family: AND-OR/OR-AND gates
CP Capture Type: flop
r2r startpoint: Update_input_word_reg[12]
outcome: complete, no violations
number of top-level pins: 386
die span in x: 161 um
Worst Hold Class: flop to flop
Core Area: 0.0245 mm^2
Seq/Total Area, Yosys: 0.523
Setup Fix Bufs, Post-CTS: 0
First-pass DRT Iterations: 6
relative slew slack: 0.423
Die Size: 0.0259 mm^2
Setup TNS: 0 ns
clk slew on worst S/H paths: 0.08 ns
final hold violation count: 0
clk root buf: clkbuf_16
global-route wire length before repair: 29600 um
Cell Type Count: 41
Synth area leaders: dfxtp_1 52%, nor2b_1 16%, buf_4 5.6%
post-synthesis cell count from yosys: 702
Post-synth ARST share: 0
worst endpoint data arrival time: 8.43 ns
TritonCTS clock tree: yes
## power breakdown
group,switching [W],internal (W)
sequential,0.0000107,0.000528
clock,0.000223,0.000217
combinational,0.0000415,0.0000989
## final cells by class
| type | count | area [um^2] |
|---|---|---|
| Antenna cell | 1 | 2.50 |
| Tap cell | 324 | 405 |
| Inverter | 4 | 15.0 |
| Sequential cell | 198 | 3960 |
| Fill cell | 2249 | 13100 |
| Clock inverter | 14 | 180 |
| Clock buffer | 17 | 425 |
| Timing Repair Buffer | 342 | 3410 |
| Multi-Input combinational cell | 415 | 3060 |
## per-layer routing
| metal | vias up | share of wire | GRT usage |
|---|---|---|---|
| met1 | 2423 | 0.46 | 0.216 |
| met2 | 163 | 0.48 | 0.250 |
| met5 | - | 0 | 0 |
| met3 | 9 | 0.058 | 0.0353 |
| li1 | 2788 | - | - |
| met4 | 0 | 0.0085 | 0.0120 |
## cell families (layout without fill, tap and decap cells)
kind of cell             count (synthesis)  count (layout)  share of synthesized area
AND-OR/OR-AND                           31              31                     0.0287
XOR/XNOR                                18              18                     0.0208
adder cells (fa/ha/maj)                 31              31                     0.0512
buffers and inverters                   89             377                     0.0753
flip-flops                             198             198                      0.523
multiplexers                            63              63                     0.0884
other                                    1               2                   0.000495
AND/OR/NAND/NOR                        271             271                      0.212
## worst reg2reg max path, cell delays in order, from the launching register on
cell	delay, ns
dfxtp_1	0.33
xor2_1	0.14
nor4_1	0.41
nand4_1	0.36
nor2_4	0.15
buf_4	0.53
mux2i_1	0.34
ha_1	0.28
a21o_1	0.18
a21oi_1	0.13
o21ai_0	0.16
o41ai_1	0.73
nand3_1	0.25
o21ai_4	0.34
buf_4	0.43
mux2_2	0.41
## cell usage in the layout, fill, tap and decap left out, types with 3 or more instances in the layout
cell / count
mux2_2: 29
xnor2_1: 3
xor2_1: 15
nand3_1: 4
a21oi_1: 5
buf_4: 4
mux2i_1: 32
nor4_1: 5
clkdlybuf4s50_1: 337
nor2b_1: 195
nand4_1: 5
and4_1: 3
nand2_1: 8
o21ai_0: 5
nor2_1: 37
and3_1: 3
ha_1: 31
inv_6: 3
a21o_1: 8
inv_1: 4
clkbuf_16: 17
dfxtp_1: 198
clkinv_8: 6
## path summary, 6_finish.rpt
| kind | endpoint | slack, ns | depth (start not counted) |
|---|---|---|---|
| max | gather_unit.WData[23] | 7.59 | 16 |
| min | scatter_unit.update_dest[8] | 0.44 | 1 |
| max reg2reg | gather_unit.WData[23] | 10.44 | 15 |
| min reg2reg | scatter_unit.update_dest[8] | 0.44 | 1 |
## through the flow
| stage | hold WS, ns | instances | total power, W | setup WS, ns | utilization |
|---|---|---|---|---|---|
| 6_report | 0.436 | 1315 | 0.00112 | 7.59 | 0.467 |
| 5_1_grt | 0.451 | 1314 | 0.00117 | 7.31 | 0.467 |
| 4_1_cts | 0.440 | 1314 | 0.00114 | 7.60 | 0.467 |
| 3_5_place_dp | 0.421 | 1283 | 0.000692 | 7.13 | 0.442 |
| 3_3_place_gp | 0.415 | 1283 | 0.000692 | 7.12 | 0.442 |
| 2_1_floorplan | 0.414 | 702 | 0.000604 | 9.22 | - |
No activity file was given, so power comes from the tool's default toggle rates.
